$ cat run.sh
#!/bin/bash
# OpenROAD 26Q1-2900-gdf79404cd8, Yosys 0.63+post, stock flow scripts
make -C /OpenROAD-flow-scripts/flow DESIGN_CONFIG=/design/flow/config.mk WORK_HOME=/design/flow/orfs finish
$ cat config.mk
export PLATFORM = sky130hd
export DESIGN_NAME = hazardDetection
export DESIGN_NICKNAME = hazardDetection
export VERILOG_FILES = /design/flow/design.v
export SDC_FILE = /design/flow/constraint.sdc
export NUM_CORES = 4
export LEC_CHECK = 1
export CORE_AREA = 10 10 109 109
export DIE_AREA = 0 0 119 119
$ cat constraint.sdc
current_design hazardDetection

set clk_period 4.0
set clk_io_pct 0.2

create_clock -name clk0 -period $clk_period

set non_clock_inputs [all_inputs -no_clocks]
set_input_delay [expr $clk_period * $clk_io_pct] -clock clk0 $non_clock_inputs
set_output_delay [expr $clk_period * $clk_io_pct] -clock clk0 [all_outputs]
$ cat design.v
module hazardDetection(
    input [31:0] rs1_ID,
    input [31:0] rs2_ID,
    input [31:0] rd_MEM_WB,
    input [31:0] rd_ID_EX,
    input mem_read,
    input reg_write,
    input [1:0]is_halted,
    output reg PCwrite,
    output reg IF_ID_write,
    output reg is_hazard
    );
    wire USE_rs1;
    wire USE_rs2;
    assign USE_rs1 = rs1_ID!=0;
    assign USE_rs2 = rs2_ID!=0;
    always @(*) begin
        if ((((rs1_ID == rd_ID_EX) && USE_rs1) || ((rs2_ID == rd_ID_EX) && USE_rs2)) && mem_read) begin
            PCwrite = 0;
            IF_ID_write = 0;
            is_hazard = 1;
        end
        else if ((((rs1_ID==rd_MEM_WB) && USE_rs1) || ((rs2_ID==rd_MEM_WB) && USE_rs2)) && reg_write) begin
            PCwrite = 0;
            IF_ID_write = 0;
            is_hazard = 1;
        end
        else if(is_halted >= 2) begin
            PCwrite=0;
            IF_ID_write=0;
            is_hazard=1;
        end
        else begin
            PCwrite = 1;
            IF_ID_write = 1;
            is_hazard = 0;
        end
    end
endmodule
==> notes.md <==
Flow results are below.

- The run finished with clean final reports.
- The number of cell rows is 36, for reference.
- Per Yosys stat, the portion of area used by sequential elements is 0.
- The critical path in this run is classified as input port to output pin.
- The total number of yosys warnings is 1, for reference.
- The max capacitance violation total is 0, for reference.
- The iteration count of the initial detailed-routing pass is 4, for reference.
- The floorplan die area is between 10000 and 15000 um^2, for reference.
- The post-route clock period utilization is 0.970, for reference.
- In this build the clock could be raised as far as roughly 260 MHz.
- Yosys attributes the largest share of cell area to sky130_fd_sc_hd__xor2_1, sky130_fd_sc_hd__nor4_1, sky130_fd_sc_hd__xnor2_1.
- Power spread over the standard cell area amounts to roughly 100 nW/um^2.
- The antenna cell count is 0, for reference.
- The final-report hold violation count is 0, for reference.
- The count of buffers inserted at the top-level ports is 134, for reference.
- The capture point of the critical path is PCwrite, for reference.
- The leakage power total is ~1.2 nW, for reference.
- The floorplan die height is around 120 um, for reference.
- For reference, the post-synthesis area per instance comes to 7.76 um^2.
- The clock period could shrink to between 3 and 4 ns.
- Detailed placement ended at an HPWL of roughly 9100 um.
- The number of top-level pins is between 100 and 150, for reference.
- The final cell count without fillers is about 490, for reference.
- The total number of sequential cells is 0, for reference.
- The overflow left after global routing is 0, for reference.
- The share of post-route cells with drive strength above 1 is 0.0924, for reference.
- The required time at the endpoint of the critical path is 3.20 ns, for reference.
- Per the post-route antenna check, the number of violating nets is 0.
- The synthesized netlist occupies a cell area of 1560 um^2.
- Data arrives at the worst endpoint at roughly 3.1 ns.
- Across all stage logs, warnings added up to 33.
- After synthesis, the chip area reported by Yosys is 1560 um^2.
- The largest fanout of any net on the critical path is 3, for reference.
- The number of antenna violations at the first check in global routing came to 0.
- The element type at the critical path start is an input port, for reference.
- The nature of the critical path endpoint is an output pin, for reference.
- The first global-routing pass estimated roughly 14000 um of wire.
- The number of fill cells is between 1000 and 1500, for reference.
- The number of post-CTS setup repair buffers is 0, for reference.
- Across the VDD grid, the largest voltage drop is around 0.034 mV.
- Summed over all routing layers, the global router reports a total usage of 0.131.
- The cell count in the Yosys report is about 200, for reference.
- The number of instances in the synthesized netlist is between 200 and 250, for reference.
- The maximum number of pins on one net before global-route repair is 4, for reference.
- After detailed routing, the total wire length is between 9000 and 10000 um.
- According to the timing report, the critical path is launched from rs1_ID[31].
- The via count of the first global-routing pass is between 2000 and 2500, for reference.
- The clock buffer count is 0, for reference.
- Setup repair after global routing left no endpoint under its margin.
- Dividing the detail-routed wire length by the instance count gives ~20 um.
- The layout report lists the combined flip-flop and latch area as 0 um^2.
- For this run, design rule violations remaining after detail routing come to 0.
- Of the post-synthesis cell area, the dominant cell type holds 0.646.
- The number of placed instances, taps included is between 400 and 500, for reference.
- The congestion estimate from routability-driven global placement came to slightly below 0.9.
- For reference, the final report shows the max-slew violation count at 0.
- The most common logic cells in the final layout are sky130_fd_sc_hd__clkdlybuf4s50_1, sky130_fd_sc_hd__xor2_1, sky130_fd_sc_hd__nor4_1, sky130_fd_sc_hd__buf_4, sky130_fd_sc_hd__xnor2_1.
- Summing over every cut layer, the via total after detailed routing is ~2100.
- The number of setup violations in the final report is 0, for reference.
- The type of the most critical hold path is input port to output pin, for reference.
- The die is roughly 120 um wide.
- The final setup TNS is 0 ns, for reference.
- In this run, distinct cell masters in the synthesized netlist total 12.
- The routed via count divided by cell count is 4.24, for reference.
- The placeable core region is between 9000 and 10000 um^2, for reference.
- The most common logic cell in the routed design is sky130_fd_sc_hd__clkdlybuf4s50_1, for reference.
- The pin closest to its max-slew limit shows a slew of about 0.4 ns.
- Checking max transition, the worst relative margin is 0.738.
- In the floorplan report the effective utilization is 0.162.
- The first routing iteration left 117 violations.
- In this run the layout overhead on the synthesized area is reported as 111%.
- Summing all multi-input logic gate instances after layout gives 1620 um^2.
- The cell type that accounts for the most area after synthesis is sky130_fd_sc_hd__xor2_1.
-- cell type report --
type	instances	share of cell area
multi-input cells	200	0.491
repair buffers	157	0.459
well taps	133	0.0504
-- timing repair --
item,CTS,global route
endpoints found under the setup margin,2,3
hold buffers,0,0
resized,1,11
pin swaps,0,4
-- metal layers --
layer,vias up,routed length [um],GRT usage
met5,-,0,0
met4,0,60,0.00763
met3,4,761,0.0355
met2,86,4880,0.233
met1,944,4040,0.162
li1,1043,-,-
-- cells in the mapped netlist --
cell type and n:
sky130_fd_sc_hd__xor2_1 115, sky130_fd_sc_hd__nor4_1 46, sky130_fd_sc_hd__xnor2_1 13, sky130_fd_sc_hd__nand4_1 12, sky130_fd_sc_hd__nand3_1 4, sky130_fd_sc_hd__nor2_1 3
sky130_fd_sc_hd__nor3_1 3, sky130_fd_sc_hd__a211oi_1 1, sky130_fd_sc_hd__and2_1 1, sky130_fd_sc_hd__buf_4 1, sky130_fd_sc_hd__nand2_1 1, sky130_fd_sc_hd__o21ai_0 1
-- per-stage QoR --
step | hold slack [ns] | total power, mW | utilization | setup WS, ns | area [um^2]
finish | 2.63 | 0.344 | 0.342 | 0.118 | 3300
global route | 2.71 | 0.367 | 0.342 | 0.00498 | 3300
global placement | 2.65 | 0.338 | 0.335 | -0.0477 | 3230
floorplan | 1.66 | 0.0986 | - | 1.28 | 1560
detailed placement | 2.60 | 0.336 | 0.335 | -0.0107 | 3230
CTS | 2.62 | 0.339 | 0.336 | 0.0145 | 3240
-- power by group --
part	internal (mW)	switching [mW]	leakage [nW]	total, mW
clock network	0	0	0	0
logic	0.194	0.150	1.21	0.344
registers	0	0	0	0
-- kinds of logic (layout without fill, tap and decap cells) --
family / after synthesis / in the layout / share of synthesized area
compound gates: 2 / 2 / 0.00802
buf+inv: 1 / 157 / 0.00481
simple gates: 70 / 70 / 0.269
xor+xnor: 128 / 128 / 0.719
-- worst min-delay path by stage --
stage / startpoint / to / slack (ns) / cells after the start
after CTS: reg_write / is_hazard / 2.62 / 4
after global routing: is_halted[1] / is_hazard / 2.71 / 4
final: reg_write / is_hazard / 2.63 / 4
-- critical path: stages --
cell	delay, ns
sky130_fd_sc_hd__clkdlybuf4s50_1	0.51
sky130_fd_sc_hd__xor2_1	0.21
sky130_fd_sc_hd__nor4_1	0.39
sky130_fd_sc_hd__nand4_1	0.20
sky130_fd_sc_hd__nor4_2	0.30
sky130_fd_sc_hd__a211oi_2	0.10
sky130_fd_sc_hd__and2_1	0.16
sky130_fd_sc_hd__clkdlybuf4s50_1	0.41
Power is estimated from default activity; no workload was simulated.
