File: ./design.v
module mux2(mux_in1,mux_in2,control,mux_out);
input [31:0]mux_in1;
input [31:0]mux_in2;
input control;
output [31:0] mux_out;
assign mux_out =(control==0)?mux_in1:mux_in2;
endmodule
module mux4(mux_in1_1,mux_in2_1,mux_in3,mux_in4,control,mux_out);
input [31:0]mux_in1_1;
input [31:0]mux_in2_1;
input [31:0]mux_in3;
input [31:0]mux_in4;
input [1:0]control;
output reg[31:0] mux_out;
always@(*)begin
    if(control==2'b00)
    begin
        mux_out=mux_in1_1;
    end
    else if(control==2'b01)
    begin
        mux_out=mux_in2_1;
    end
    else if(control==2'b10)
    begin
        mux_out=mux_in3;
    end
    else if(control==2'b11)
    begin
        mux_out=mux_in4;
    end
end
endmodule
File: ./run.sh
#!/bin/bash
# OpenROAD 26Q1-2900-gdf79404cd8, Yosys 0.63+post, stock flow scripts
make -C /OpenROAD-flow-scripts/flow DESIGN_CONFIG=/design/flow/config.mk WORK_HOME=/design/flow/orfs finish
File: ./config.mk
export PLATFORM = sky130hd
export DESIGN_NAME = mux4
export DESIGN_NICKNAME = mux4
export VERILOG_FILES = /design/flow/design.v
export SDC_FILE = /design/flow/constraint.sdc
export NUM_CORES = 4
export LEC_CHECK = 1
export CORE_AREA = 10 10 106 106
export DIE_AREA = 0 0 116 116
File: ./constraint.sdc
current_design mux4

set clk_period 4.8
set clk_io_pct 0.2

create_clock -name clk0 -period $clk_period

set non_clock_inputs [all_inputs -no_clocks]
set_input_delay [expr $clk_period * $clk_io_pct] -clock clk0 $non_clock_inputs
set_output_delay [expr $clk_period * $clk_io_pct] -clock clk0 [all_outputs]
==> impl_metrics.ini <==
; synthesis and place-and-route metrics
[power]
p_leak_nw = 1.21
switching_share_pct = 18.0
switching_power_uw = 40.3
seq_power_share_pct = 14.5
p_comb_share_pct = 85.5
p_per_area_nw_per_um2 = 72.6
clockPowerShare_pct = 0
ir_drop_uv = 41.4
intPower_uw = 183

[critical_path]
critPathTopFamily = buffers and inverters
required_ns = 3.84
arrival_ns = 2.84
cp_slowest_cell = mux4_1
crit_buf_inv = 3
cp-endpoint = mux_out[22]
worstPathMaxFanout = 32
critical_path_depth = 5
critPathCaptureType = output pin
crit_start = control[0]
crit_chain = buf_2 -> buf_4 -> mux4_1 -> dlxtn_1 -> clkdlybuf4s50_1
max_stage_delay_ns = 0.65
worstSetupPathType = in2out
start_kind = input pin

[synth]
synth_stat.cells = 72
syn_area_sq_um = 1300
yosysUniqueCellTypes = 7
ys_ff = 32
synth_area_per_cell_sq_um = 18.0
top_cells_by_count = 32 x dlxtn_1, 30 x mux4_2, 3 x buf_12, 3 x buf_2, 2 x mux4_1
synth-edff-count = 0
ys_warn_count = 1
area_leaders = mux4_2 52%, dlxtn_1 37%, buf_12 4.6%, mux4_1 4.0%, buf_2 1.2%
most_common_cell = dlxtn_1
async_flop_share_pct = 0
yosysChipArea_sq_um = 1300
ff_type = dlxtn_1
top_cell_area_share_pct = 52.0
yosysTopAreaCell = mux4_2
syn_inst = 72

[clock_tree]
cts_hold_buf = 0
cts_resized = 0
cts_setup_buffers = 0

[timing]
worst_pin_slew_ns = 0.785
fin_setup_tns_ns = 0
setup_viol = 0
slew_violations = 0
untimed_endpoints = 32
post-route-period-util_pct = 79.2
fmax_ghz = 0.263
relSlewSlack_pct = 47.7
hold_violations = 0
unclocked_regs = 32
finalCriticalPeriod_ns = 3.80
rsz0062_at_grt = false

[final_layout]
fin_util_pct = 34.8
largest_register_ffs = 32
fill_cells = 913
area_growth_pct = 137
drive_above_1_share_pct = 12.7

[die]
design.die.area_sq_um = 13500
io_pins = 162
fp_util_pct = 14.7
coreArea_sq_um = 8850
rows = 34
die_x_um = 116
die_h_um = 116

[flow_run]
warnings = 32
maxCapViolCount = 0

[global_routing]
grt_antenna_before_repair = 0
use_met3_pct = 3.45
grt_pass1_vias = 1505
grt_max_degree = 33
grt_pass1_wl_mm = 8.47
overflow = 0
use_met1_pct = 9.24
gr-usage-met2_pct = 14.8
grt.total_usage_pct = 8.17
gr-max-usage-layer = met2

[route]
drc = 0
wire_per_inst_um = 15.6
vias = 1356
via_per_inst = 3.69
drt-total-wl_mm = 5.74
ant_nets = 0
drtIter0Drc = 31
dr.pass1.iters = 3
n_antenna_cell = 0

[place]
numPortBuffers = 162
dpl.hpwl_mm = 5.20
gp_congestion = 0.722

[outcome]
status = finished clean
cells in the final DEF (no fill, tap or decap):
cell,count
buf_2,2
buf_4,1
clkdlybuf4s50_1,160
conb_1,32
dlxtn_1,32
mux4_1,2
mux4_2,30
through the flow:
stage | setup slack (ns) | instance area, sq um | total power, mW | std cells
5_1_grt | 0.857 | 3080 | 0.241 | 367
6_report | 0.999 | 3080 | 0.224 | 367
2_1_floorplan | 1.92 | 1420 | 0.0935 | 103
3_5_place_dp | 0.942 | 3080 | 0.228 | 367
4_1_cts | 0.942 | 3080 | 0.228 | 367
3_3_place_gp | 0.930 | 3080 | 0.226 | 367
layer usage:
layer	vias to the layer above	routed length [um]
met2	83	2960
met1	623	2010
li1	648	-
met3	2	748
met4	0	25
met5	-	0
layout make-up:
cell class	count	area, sq um	area share [%]
flip-flops and latches	32	480	15.6
repair buffers	163	1620	52.5
well taps	108	135	4.38
multi-input cells	64	848	27.5
cells by family after synthesis:
kind of cell           share of synthesized area [%]
buffers and inverters                           6.65
latches                                         37.0
multiplexers                                    56.1
other                                          0.289
power by group through the flow:
stage,Clock (mW),Combinational (mW),Sequential [mW]
4_1_cts,0,0.196,0.0326
5_1_grt,0,0.206,0.0341
6_report,0,0.191,0.0324
No activity file was given, so power comes from the tool's default toggle rates.
