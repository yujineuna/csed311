==> design/flow/design.v <==
module mux(mux_in1,mux_in2,control,mux_out);
input [31:0]mux_in1;
input [31:0]mux_in2;
input control;
output [31:0] mux_out;
assign mux_out =(control==0)?mux_in1:mux_in2;
endmodule
==> design/flow/run.sh <==
#!/bin/bash
# OpenROAD 26Q1-2900-gdf79404cd8, Yosys 0.63+post, stock flow scripts
make -C /OpenROAD-flow-scripts/flow DESIGN_CONFIG=/design/flow/config.mk WORK_HOME=/design/flow/orfs finish
==> design/flow/config.mk <==
export PLATFORM = sky130hd
export DESIGN_NAME = mux
export DESIGN_NICKNAME = mux
export VERILOG_FILES = /design/flow/design.v
export SDC_FILE = /design/flow/constraint.sdc
export NUM_CORES = 4
export LEC_CHECK = 1
export CORE_AREA = 10 10 71 71
export DIE_AREA = 0 0 81 81
==> design/flow/constraint.sdc <==
current_design mux

set clk_period 1.0
set clk_io_pct 0.2

create_clock -name clk0 -period $clk_period

set non_clock_inputs [all_inputs -no_clocks]
set_input_delay [expr $clk_period * $clk_io_pct] -clock clk0 $non_clock_inputs
set_output_delay [expr $clk_period * $clk_io_pct] -clock clk0 [all_outputs]
==> PnR_summary.wiki <==
=== Synthesis and place and route ===
{| class="wikitable"
! Metric !! Value
|-
| Chip area in the Yosys report || 544 sq um
|-
| Die extent in x || 81 um
|-
| Total length of routed met2 wires || 1430 um
|-
| Cell taking the most area after synthesis || sky130_fd_sc_hd__mux2_4
|-
| Top cell type by instance count after synthesis || sky130_fd_sc_hd__mux2_4
|-
| Post-Route M1 WL || 1060 um
|-
| Tightest Hold Check Type || in2out
|-
| Worst slew pin tran || 0.0827 ns
|-
| Cell area after synthesis || 544 sq um
|-
| Total leakage power || 0.861 nW
|-
| Smallest setup slack after layout || -0.185 ns
|-
| Number of cell instances after yosys synthesis || 36
|-
| Final slew viol count || 0
|-
| Post-route clock period utilization || 1.19
|-
| Cell Chain, Critical Path || clkdlybuf4s50_1 -> mux2_4 -> buf_6
|-
| Estimated wirelength of the detail-placed design || 2500 um
|-
| Top cells by instance count after synthesis || sky130_fd_sc_hd__mux2_4, sky130_fd_sc_hd__buf_12, sky130_fd_sc_hd__mux2_2
|-
| Core Rows || 22
|-
| Routed length per placed instance || 15.2 um
|-
| Required @ worst endpoint || 0.80 ns
|-
| Number of antenna violations at the first check in global routing || 0
|-
| Stage-log warning count || 34
|-
| Cells after synthesis || 36
|-
| Unrepaired setup endpoints after global routing || yes
|-
| Sum of routed wire length over all layers || 2820 um
|-
| Uppermost metal layer occupied by signal nets || met3
|-
| Start-to-end type of the worst setup path || in2out
|-
| Maximum cell stage delay along the critical path || 0.40 ns
|-
| GPL Wtd Cong || 0.844
|-
| Post-Synthesis Mean Instance Area || 15.1 sq um
|-
| Maximum fanout count along the critical path || 1
|-
| Layout filler cell count || 361
|-
| Tally of max-capacitance violations || 0
|-
| Highest attainable clock frequency || 0.844 GHz
|-
| Number of global-route vias before repair || 758
|-
| Peak supply drop || 0.161 mV
|-
| Standard cell core area || 3630 sq um
|-
| Register share after synthesis || 0
|-
| Number of sequential cells in the layout || 0
|-
| DRC violation count after routing || 0
|-
| Number of top-level pins || 97
|-
| End-of-flow core utilization || 0.437
|-
| Arrival time of the worst setup path || 0.99 ns
|-
| Maximum number of pins on one net before global-route repair || 11
|-
| Cell Type Count || 4
|-
| Result of the run || complete, but fails checks
|-
| Count of yosys warnings during synthesis || 0
|-
| Number of antenna cells inserted || 0
|-
| Area fraction of the dominant cell type after synthesis || 0.828
|-
| Area of the multi-input gates || 480 sq um
|-
| Max-slew headroom || 0.945
|-
| Final hold violation count || 0
|-
| Final worst path period need || 1.19 ns
|-
| Cell with the largest stage delay on the worst path || sky130_fd_sc_hd__clkdlybuf4s50_1
|-
| Cell area reported after detailed placement || 1530 sq um
|-
| Global route overflow || 0
|-
| Wire length of the first global-routing pass || 4040 um
|-
| Power density cells || 396 nW/um^2
|-
| Quantity of I/O buffers inserted on ports || 97
|-
| Share of layout cells above drive strength 1 || 0.533
|-
| Antenna Violating Nets Remaining || 0
|-
| Number of DRC violations after detailed-routing iteration 0 || 4
|-
| Area used by sequential logic in the layout || 0 sq um
|-
| Main area contributors || sky130_fd_sc_hd__mux2_4, sky130_fd_sc_hd__buf_12, sky130_fd_sc_hd__mux2_2, sky130_fd_sc_hd__buf_6
|-
| Area overhead of the layout relative to synthesis || 192%
|-
| Element type at the critical path start || primary input
|-
| Final setup violation count || 32
|-
| GR Util All Layers || 0.0754
|-
| Pre-Repair DR Iteration Count || 2
|-
| Via-per-instance ratio || 3.83
|-
| Crit end category || primary output
|-
| Core utilization before placement || 0.150
|-
| Die Ht || 81 um
|-
| Clock buffer count || 0
|-
| Vias || 708
|-
| Area of the die || 6560 sq um
|-
| Cell area after layout || 1590 sq um
|-
| Sum of met3 wire segment lengths after detailed routing || 323 um
|-
| Violated checks || setup timing
|}
final cells by class:
type                            count  share of cell area
Tap cell                           48              0.0378
Timing Repair Buffer              105               0.660
Multi-Input combinational cell     32               0.303
where the power goes:
part           internal (mW)  switching, mW
Sequential                 0              0
Clock                      0              0
Combinational          0.493          0.136
logic make-up (layout without fill, tap and decap cells):
group / count (synthesis) / count (layout) / share of synthesized area
buffers and inverters: 4 / 105 / 0.131
multiplexers: 32 / 32 / 0.869
final timing paths:
| kind | slack, ns | to | from | depth (start not counted) |
|---|---|---|---|---|
| setup / recovery | -0.19 | mux_out[2] | mux_in1[2] | 3 |
| hold / removal | 0.70 | mux_out[16] | mux_in2[16] | 3 |
metal layers:
| layer | up-vias | GRT usage |
|---|---|---|
| li1 | 341 | - |
| met3 | 0 | 0.0278 |
| met2 | 50 | 0.131 |
| met1 | 317 | 0.0922 |
| met5 | - | 0 |
| met4 | 0 | 0 |
worst max-delay path, delay by kind of cell:
family   cells  cell delay [ns]
buf+inv      2             0.51
mux          1             0.27
timing repair:
item	in CTS	in global routing
resized	166	15
cloned	1	0
hold buffers	0	0
endpoints found under the setup margin	32	32
buffers inserted	3	0
layout by cell type (no fill, tap or decap):
| cell | synthesis | final |
|---|---|---|
| sky130_fd_sc_hd__buf_2 | 0 | 13 |
| sky130_fd_sc_hd__dlygate4sd2_1 | 0 | 46 |
| sky130_fd_sc_hd__buf_16 | 0 | 1 |
| sky130_fd_sc_hd__buf_4 | 0 | 1 |
| sky130_fd_sc_hd__dlymetal6s2s_1 | 0 | 4 |
| sky130_fd_sc_hd__mux2_4 | 30 | 32 |
| sky130_fd_sc_hd__clkdlybuf4s50_1 | 0 | 14 |
| sky130_fd_sc_hd__buf_12 | 3 | 7 |
| sky130_fd_sc_hd__buf_6 | 1 | 19 |
per-stage QoR:
stage               hold slack (ns)  total power, mW  setup TNS [ns]  std cells  worst slack [ns]
global placement               1.25            0.650          -15.96        181            -0.511
CTS                           0.800            0.597           -3.19        185            -0.186
finish                        0.702            0.629           -2.97        185            -0.185
floorplan                     0.498            0.206               0         36            0.0669
detailed placement             1.26            0.653          -16.41        181            -0.530
global route                  0.714            0.671           -3.50        185            -0.205
No activity file was given, so power comes from the tool's default toggle rates.
